## flow/run.sh

```bash
#!/bin/bash
# OpenROAD 26Q1-2900-gdf79404cd8, Yosys 0.63+post, stock flow scripts
make -C /OpenROAD-flow-scripts/flow DESIGN_CONFIG=/design/flow/config.mk WORK_HOME=/design/flow/orfs finish
```

## flow/config.mk

```make
export PLATFORM = sky130hd
export DESIGN_NAME = SmartLightingSystem
export DESIGN_NICKNAME = SmartLightingSystem
export VERILOG_FILES = /design/flow/design.v
export SDC_FILE = /design/flow/constraint.sdc
export NUM_CORES = 4
export LEC_CHECK = 1
export CORE_AREA = 10 10 70 70
export DIE_AREA = 0 0 80 80
```

## flow/constraint.sdc

```tcl
current_design SmartLightingSystem

set clk_period 1.3
set clk_io_pct 0.2

create_clock -name clk0 -period $clk_period [get_ports {clk}]

set non_clock_inputs [all_inputs -no_clocks]
set_input_delay [expr $clk_period * $clk_io_pct] -clock clk0 $non_clock_inputs
set_output_delay [expr $clk_period * $clk_io_pct] -clock clk0 [all_outputs]
```

## flow/design.v

```verilog
module SmartLightingSystem (
    input wire clk,          
    input wire reset,        
    input wire motion,       
    input wire light_level,  
    input wire manual_on,    
    input wire manual_off,   
    output reg light         
);
    reg [2:0] state;
    reg [2:0] next_state;
    localparam IDLE       = 3'b000;
    localparam MOTION_ON  = 3'b001;
    localparam NIGHT_ON   = 3'b010;
    localparam MANUAL_ON  = 3'b011;
    localparam DIM        = 3'b100;
    always @(posedge clk or posedge reset) begin
        if (reset) begin
            state <= IDLE;
        end else begin
            state <= next_state;
        end
    end
    always @(*) begin
        case (state)
            IDLE: begin
                if (motion && light_level) begin
                    next_state = MOTION_ON;
                end else if (manual_on) begin
                    next_state = MANUAL_ON;
                end else begin
                    next_state = IDLE;
                end
            end
            MOTION_ON: begin
                if (!motion) begin
                    next_state = DIM;
                end else if (manual_off) begin
                    next_state = IDLE;
                end else begin
                    next_state = MOTION_ON;
                end
            end
            NIGHT_ON: begin
                if (!light_level) begin
                    next_state = IDLE;
                end else begin
                    next_state = NIGHT_ON;
                end
            end
            MANUAL_ON: begin
                if (manual_off) begin
                    next_state = IDLE;
                end else begin
                    next_state = MANUAL_ON;
                end
            end
            DIM: begin
                if (!motion) begin
                    next_state = IDLE;
                end else begin
                    next_state = MOTION_ON;
                end
            end
            default: next_state = IDLE;
        endcase
    end
    always @(posedge clk or posedge reset) begin
        if (reset) begin
            light <= 1'b0;
        end else begin
            case (next_state)
                IDLE: light <= 1'b0;
                MOTION_ON: light <= 1'b1;
                NIGHT_ON: light <= 1'b1;
                MANUAL_ON: light <= 1'b1;
                DIM: light <= 1'b0;  
                default: light <= 1'b0;
            endcase
        end
    end
endmodule
```

==> flow_metrics.tcl <==
# metrics dict for downstream scripts
set metrics [dict create \
    antenna_left 0 \
    io_pins 7 \
    grtUsageMet3 0.01591 \
    rsz0062_at_grt "no" \
    r2r-start "state[0]" \
    cts_tree "done" \
    die_w_um 80 \
    initCoreUtil 0.07619 \
    post-route-drc-count 0 \
    pwr-share-comb 0.073 \
    yosysChipArea_um2 260.2 \
    period_needed_ns 1.192 \
    core_area_um2 3416 \
    most_common_cell "dfrtp_1" \
    p_sw_uw 80.76 \
    status "completed" \
    start_kind "input port" \
    crit_path_cell_trace "clkdlybuf4s50_1 -> and2b_1 -> o31a_1 -> o21bai_1" \
    grt_pass1_vias 226 \
    clockRootBuffer "clkbuf_4" \
    cp_num_cells 4 \
    p_int_uw 322.2 \
    fmax_mhz 838.7 \
    hpwl_um 484.1 \
    clock_latency_ns 0.25 \
    vias 214 \
    n_fill_cell 396 \
    grt_max_degree 7 \
    worstPathRequired_ns 1.43 \
    via_per_inst 2.642 \
    cts_setup_buffers 0 \
    die-height_um 80 \
    syn_to_final_growth_pct 62.02 \
    worst_clock_skew_ns 0.009931 \
    synth_flops 6 \
    drtIter0Drc 20 \
    yosysWarnings 1 \
    leakage_uw 0.0002021 \
    power_density_nw_per_um2 955.6 \
    cp.arrival_ns 1.32 \
    post-route-util 0.1234 \
    dr.pass1.iters 4 \
    critical_path.slowest_cell "clkdlybuf4s50_1" \
    yosys_cells 23 \
    cts_buffers 3 \
    use_met2 0.03130 \
    antenna_found_initial 0 \
    htreeDepth 1 \
    sequentialPowerShare 0.465 \
    antenna_cells_inserted 0 \
    clkTransAtPathRegs_ns 0.05 \
    ys_dominant_reg_cell "dfrtp_1" \
    gp_congestion 0.7074 \
    r2r-end "light" \
    period_used_share 0.9172 \
    finalMaxSlewViolations 0 \
    io_buffers 6 \
    hold_viol 0 \
    crit_start "manual_off" \
    syn_inst 23 \
    syn_area_um2 260.3 \
    yosys.area.top_type_share 0.4808 \
    r2r_cells 3 \
    rows 21 \
    die-area_um2 6400 \
    max_stage_delay_ns 0.48 \
    topCellsByArea "dfrtp_1, dfstp_2, and2b_1, and2_1, nor2b_1" \
    hold_class "in2async" \
    max_cap_violations 0 \
    async_flop_share 1.000 \
    top_area_cell "dfrtp_1" \
    cp_top_family "buffers and inverters" \
    path_max_fanout 3 \
    synth.distinct_cells 14 \
    clock_path_buffers 2 \
    tool_warnings 25 \
    drive_gt1_frac 0.2000 \
    globalRoute.busiestLayer "met2" \
    cts_hold_buf 0 \
    max_slew_margin 0.8496 \
    grt_pass1_wl_um 1028 \
    edf_count 0 \
    grt-ovfl-total 0 \
    syn_avg_cell_area_um2 11.32 \
    gr-usage-met1 0.02078 \
    p_clk_frac 0.461 \
    setup_viol 0 \
    cts-resized-gates 0 \
    worst_slew_pin_slew_ns 0.2241 \
    crit_end "light" \
    cts.sinks 6 \
    reg2reg_slack_ns 0.23 \
    path_buffers 1 \
    ir_drop_mv 0.1540 \
    track_usage 0.02020 \
    yosysSeqAreaShare 0.5817 \
    p_total_uw 402.9 \
    swShare 0.2004 \
    wl_per_cell_um 7.185 \
    drt-total-wl_um 582 \
    critical_path_class "in2reg" \
    end_kind "register" \
]
-- power groups by stage --
stage,Clock [uW],Combinational (uW),Sequential (uW)
final,186,29.6,187
after global routing,227,32.6,187
after CTS,195,30.2,187
-- state kept, by name, indices dropped and copies added (netlist names) --
name   cells
state      5
light      1
-- metal layers --
| layer | up-vias | part of all wire |
|---|---|---|
| met3 | 2 | 0.11 |
| met1 | 102 | 0.38 |
| met4 | 0 | 0.0069 |
| met5 | - | 0 |
| li1 | 104 | - |
| met2 | 6 | 0.50 |
-- cell families after synthesis --
group | synth area share
AOI/OAI and AO/OA | 0.1924
buffers and inverters | 0.01441
DFF | 0.5817
and+or+nand+nor | 0.2115
-- layout make-up --
| type | instances | area (um2) | share of cell area |
|---|---|---|---|
| multi-input combinational | 16 | 105.1 | 0.2493 |
| timing repair buffer | 8 | 77.57 | 0.1840 |
| inverter | 1 | 3.754 | 0.008902 |
| tap | 46 | 57.56 | 0.1365 |
| clock buffer | 4 | 26.28 | 0.06231 |
| sequential | 6 | 151.4 | 0.3591 |
-- worst min-delay path by stage --
stage	to	startpoint	slack, ns	cells after the start
finish	light	reset	0.23	2
global route	light	reset	0.24	2
CTS	light	reset	0.23	2
-- through the flow --
step                setup TNS [ns]  instances  instance area (um2)  hold WS [ns]  setup WS (ns)
global placement           -0.1797         77                392.9        0.4935        -0.1498
CTS                              0         81                419.2        0.2340       0.008025
detailed placement         -0.2166         77                392.9        0.4965        -0.1619
floorplan                        0         23                260.3       0.05023         0.2720
finish                           0         81                421.7        0.2289         0.1077
global route                     0         81                421.7        0.2374        0.08846
-- cells in the final DEF, fill, tap and decap left out, types with 2 or more instances in the layout --
cell and instances:
clkdlybuf4s50_1 5, dfrtp_1 5, clkbuf_4 3, nor2b_1 2, nand2_1 2, and2b_1 2, and2_1 2, nor2_1 2
buf_4 2
No activity file was given, so power comes from the tool's default toggle rates.
